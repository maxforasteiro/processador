[design/flow/design.v]
module instruction_data(clock, instruction_address, instruction_data_output);
  input clock;
  input [31:0] instruction_address;
  output [31:0] instruction_data_output;
  reg [31:0] instruction_ram [40:0];
  integer first_load = 0;
  always @ (posedge clock) begin
    if(first_load == 0) begin
		instruction_ram[0] = 32'b00100_000000000000000000000000000;
		instruction_ram[1] = 32'b01011_11101_00000_00000000000000001;
		instruction_ram[2] = 32'b01100_11110_0000000000000000000000;
		instruction_ram[3] = 32'b01101_11110_0000000000000000000000;
		instruction_ram[4] = 32'b00100_000000000000000000000000000;
		instruction_ram[5] = 32'b00111_11110_11101_00000000000011001;
		instruction_ram[6] = 32'b01011_00001_00000_00000000000000000;
		instruction_ram[7] = 32'b01011_00010_00000_00000000000000001;
		instruction_ram[8] = 32'b01100_00011_0000000000000000000000;
		instruction_ram[9] = 32'b01101_00011_0000000000000000000000;
		instruction_ram[10] = 32'b00100_000000000000000000000000000;
		instruction_ram[11] = 32'b01011_00100_00000_00000000000000001;
		instruction_ram[12] = 32'b01011_01010_00000_00000000000000000;
		instruction_ram[13] = 32'b00000_00010_00001_01010000000000000;
		instruction_ram[14] = 32'b00001_00001_00010_00000000000000000;
		instruction_ram[15] = 32'b00001_00010_01010_00000000000000000;
		instruction_ram[16] = 32'b00001_00100_00100_00000000000000001;
		instruction_ram[17] = 32'b01101_00010_0000000000000000000000;
		instruction_ram[18] = 32'b00100_000000000000000000000000000;
		instruction_ram[19] = 32'b01000_00100_00011_00000000000001101;
		instruction_ram[20] = 32'b00100_000000000000000000000000000;
		instruction_ram[21] = 32'b01101_00010_0000000000000000000000;
		instruction_ram[22] = 32'b01110_00010_00000_00000000000000001;
		instruction_ram[23] = 32'b00101_000000000000000000000000000;
		instruction_ram[24] = 32'b00110_00000_0000000000000000000000;
		instruction_ram[25] = 32'b01011_00001_00000_00000000000000011;
		instruction_ram[26] = 32'b01011_00010_00000_00000000000000111;
		instruction_ram[27] = 32'b01111_00001_00010_00011000000000000;
		instruction_ram[28] = 32'b00010_00010_00011_00100000000000000;
		instruction_ram[29] = 32'b01101_00100_0000000000000000000000;
		instruction_ram[30] = 32'b01010_01010_00000_00000000000000001;
		instruction_ram[31] = 32'b01001_01010_00000_00101_000000000000;
		instruction_ram[32] = 32'b01101_00101_0000000000000000000000;
		instruction_ram[33] = 32'b01011_00110_00000_00000000000001000;
		instruction_ram[34] = 32'b10001_00001_00110_01011000000000000;
		instruction_ram[35] = 32'b01101_01011_0000000000000000000000;
		instruction_ram[36] = 32'b01100_10100_0000000000000000000000;
		instruction_ram[37] = 32'b10110_00000_10100_10110_00010_00000_00;
		instruction_ram[38] = 32'b01101_10110_0000000000000000000000;
		instruction_ram[39] = 32'b00101_000000000000000000000000000;
		instruction_ram[40] = 32'b00110_00000_0000000000000000000000;
		first_load = 1;
    end
  end
  assign instruction_data_output = instruction_ram[instruction_address];
endmodule
[design/flow/run.sh]
#!/bin/bash
# OpenROAD 26Q1-2900-gdf79404cd8, Yosys 0.63+post, stock flow scripts
make -C /OpenROAD-flow-scripts/flow DESIGN_CONFIG=/design/flow/config.mk WORK_HOME=/design/flow/orfs finish
[design/flow/config.mk]
export PLATFORM = sky130hd
export DESIGN_NAME = instruction_data
export DESIGN_NICKNAME = instruction_data
export VERILOG_FILES = /design/flow/design.v
export SDC_FILE = /design/flow/constraint.sdc
export NUM_CORES = 4
export LEC_CHECK = 1
export CORE_AREA = 10 10 93 93
export DIE_AREA = 0 0 103 103
[design/flow/constraint.sdc]
current_design instruction_data

set clk_period 4.2
set clk_io_pct 0.2

create_clock -name clk0 -period $clk_period [get_ports {clock}]

set non_clock_inputs [all_inputs -no_clocks]
set_input_delay [expr $clk_period * $clk_io_pct] -clock clk0 $non_clock_inputs
set_output_delay [expr $clk_period * $clk_io_pct] -clock clk0 [all_outputs]
==> results.txt <==
impl run done, here's what came out: Synth cell types=53, VDD IR-drop max=0.00005682 V, Log Warnings=54, n_diodes=0, Worst EP required=3.36 ns, WHS Endpoint=instruction_data_output[8], Final period util=roughly nine tenths, PD cells=97.12 mW/mm2, Synth area leader=buf_4, startpoint types=input port, area grow syn2layout=28.24%, PortBufs=32, Worst Path Arrival=2.99 ns, # clk buffers=0, Syn Inst Count=slightly below 200, yosys adder share=0%, Ys Warns=2, CP Buf/Inv Count=3, Dominant comb cell=AND-OR/OR-AND gates, post-route antenna net violation count=0, Initial DRC Count=170, largest net degree at the start of global routing=44, initial antenna violation count=0, Critical Path Sink Type=output port, Final Critical Period=3.834 ns, gpl congestion=0.9075, GR Overflow Total=0, Setup Fix Bufs, Post-CTS=0, final wirelength=4.431 mm, die height=103 um, RSZ-0062 raised after global routing=false, setup_tns=0 ns, yosys stat chip area=about 0.0012 mm2, fin util=22.87%, FP Util=17.83%, worst-path cell chain=clkdlybuf4s50_1 -> buf_4 -> nor2b_1 -> a22oi_1 -> o21a_1 -> o221ai_1 -> clkdlybuf4s50_1, FF+latch area=0 um2, Hold Path Stages=5, biggest area cells=buf_4 (7.5%), buf_2 (7.1%), nor2_1 (6.5%), # IOs=65, Die ar.=0.01061 mm2, Max Freq=0.2608 GHz, Synth Area per Inst=6.116 um2, Vias=1528, XOR Share, Synth=2.181%, Lkg Pwr=0.4947 nW, class of the most critical setup path=input port to output port, first-pass GRT wire length=7.238 mm, sequential fraction of the synthesis area=0%, WL per Instance=roughly 15 um, Commonest Layout Cell=clkdlybuf4s50_1, Core Region=0.006756 mm2, ys cells=197, aoi share=43.30%, Mux cell area share=0.9346%, Top Family by Delay on Critical Path=buffers and inverters, vias in the first global route=roughly 1400, worst min path class=input port to output port, total global-route track usage=8.261%, peak per-stage delay on the critical path=0.61 ns, fraction of layout cells with a size suffix above 1=8.411%, highest-count cells in the layout ignoring fill and taps=clkdlybuf4s50_1 (32), nor2_1 (21), o21ai_0 (15), most used cell, CP=clkdlybuf4s50_1, site row count=30, Final Setup Violations=0, endpoints failing hold=0, Hold Buf Count CTS=0, Mapped Area=0.001205 mm2, max-slew violations=0, sequential cell count=0, Die W=103 um, HP Start=instruction_address[5], post-DR vias/cell=just over 5, slowest CP cell=clkdlybuf4s50_1, Simple-Gate Fraction of Synth Area=35.31%, status=finished clean, Layout fillers=760, Top-area cell share=7.477%, Crit Path Max Fanout=13, post-CTS resize count=0, Detailed Routing Iterations Pass 1=4, Final HPWL DP=approximately 3.3 mm, Post-route DRC=0, max-cap check violation count=0
==> worst max path at each step <==
stage / depth (start not counted) / from / slack, ns / to
CTS: 7 / instruction_address[1] / 0.34 / instruction_data_output[24]
global route: 7 / instruction_address[1] / 0.24 / instruction_data_output[24]
finish: 7 / instruction_address[1] / 0.37 / instruction_data_output[24]
==> worst min-delay path, stage by stage <==
cell             delay, ns
clkdlybuf4s50_1       0.42
buf_4                 0.18
nand2_1               0.08
nor3_1                0.06
clkdlybuf4s50_1       0.40
==> final cells by class <==
cell class                 count  area [um2]  area share, %
inverter                       4       15.01         0.9717
multi-input combinational    166        1007          65.18
tap                           80       100.1          6.478
timing repair buffer          44       422.9          27.37
==> where the power goes <==
group | switching (W) | internal [W] | total, W
Combinational | 0.0000788 | 0.0000712 | 0.000150
Clock | 0 | 0 | 0
Sequential | 0 | 0 | 0
Total | 0.0000788 | 0.0000712 | 0.000150
==> cells in the mapped netlist (all sizes together) (5+ instances only) <==
cell type   n
a21oi      11
a22oi       5
a31oi       5
buf        31
nand2       8
nand2b     11
nand3       6
nor2       21
nor2b       8
nor3       11
o211ai      5
o21ai      16
o22ai       5
==> through the flow <==
stage | total power, W | instances | hold WS, ns | setup WS [ns] | cell area, um2
6_report | 0.0001501 | 294 | 2.837 | 0.3661 | 1545
5_1_grt | 0.0001668 | 294 | 2.901 | 0.2433 | 1545
4_1_cts | 0.0001506 | 294 | 2.854 | 0.3384 | 1545
3_5_place_dp | 0.0001501 | 294 | 2.854 | 0.3352 | 1545
3_3_place_gp | 0.0001498 | 294 | 2.839 | 0.3361 | 1545
2_1_floorplan | 0.00009694 | 202 | 1.814 | 1.658 | 1224
==> metal layers <==
metal,GRT usage [%],routed length [um]
met1,11.52,1951
met2,13.75,2056
met5,0,0
met4,0.2139,9
met3,1.354,414
==> kinds of logic (layout without fill, tap and decap cells) <==
kind of cell           after synthesis  in the layout
buffers and inverters               36             48
XOR/XNOR                             3              3
AND-OR/OR-AND                       76             76
AND/OR/NAND/NOR                     80             80
other                                1              6
multiplexers                         1              1
Power figures rest on the tool's default switching activity, not on a simulated workload.
