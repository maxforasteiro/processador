### design/flow/run.sh
#!/bin/bash
# OpenROAD 26Q1-2900-gdf79404cd8, Yosys 0.63+post, stock flow scripts
make -C /OpenROAD-flow-scripts/flow DESIGN_CONFIG=/design/flow/config.mk WORK_HOME=/design/flow/orfs finish
### design/flow/config.mk
export PLATFORM = sky130hd
export DESIGN_NAME = register_base
export DESIGN_NICKNAME = register_base
export VERILOG_FILES = /design/flow/design.v
export SDC_FILE = /design/flow/constraint.sdc
export NUM_CORES = 4
export LEC_CHECK = 1
export CORE_UTILIZATION = 40
### design/flow/constraint.sdc
current_design register_base

set clk_period 6.0
set clk_io_pct 0.2

create_clock -name clk0 -period $clk_period [get_ports {clock}]

set non_clock_inputs [all_inputs -no_clocks]
set_input_delay [expr $clk_period * $clk_io_pct] -clock clk0 $non_clock_inputs
set_output_delay [expr $clk_period * $clk_io_pct] -clock clk0 [all_outputs]
### design/flow/design.v
module register_base(register_destiny, register_source1, register_source2, clock, write_enabled, write_data, register_base_out1, register_base_out2);
  input [4:0] register_destiny, register_source1, register_source2;
  input clock, write_enabled;
  input [31:0] write_data;
  output [31:0] register_base_out1, register_base_out2;
  reg [31:0] register_database [31:0];
  always @ (posedge clock)
  begin
    register_database[0] = 32'h00000000;
    if(write_enabled==1) begin
      register_database[register_destiny] = write_data;
    end
  end
  assign register_base_out1 = register_database[register_source1];
  assign register_base_out2 = register_database[register_source2];
endmodule
==> out/summary.txt <==
Synth Cell Area -> 48700 sq um
Grt ovf -> 0
Post-CTS Hold Buffers -> 0
Top cells, area -> edfxtp_1, mux2i_1, a22oi_1
Die width -> 351 um
First-pass DRT Iterations -> 8
Mapped Cells -> 3421
Crit Path Max Fanout -> 53
Synth top cells by count -> mux2i_1, edfxtp_1, nand2_1
Actual slew at the worst max-slew pin -> 0.918 ns
Chip area -> 123000 sq um
Netlist cell types -> 27
Routed via count -> 30965
CP most frequent cell -> clkdlybuf4s50_1
Area share, top type -> 61.2%
Final setup TNS -> 0 ns
Clk buf depth -> 3
FFs w/ async S/R, synth -> 0%
I/O Pins -> 113
Synth Seq Share -> 62.5%
Yosys stat chip area -> 48700 sq um
PwrDens -> 281 nW/um^2
Yosys stat cell total -> 3421
Setup Viol. Count Final -> 0
DP Cell Count -> 5065
Seq cells post-synth -> 1024
First-pass GRT wire length -> 215 mm
Delay of the slowest critical-path stage -> 0.65 ns
Max Cap Viol -> 0
TritonCTS clock tree -> done
RD Place Congestion -> 0.875
Final Max Slew Viols -> 0
Crit path DRT -> 4.80 ns
Number of synthesized flops with an enable pin -> 992
Max reg flops -> 1024
Tool warnings -> 26
Final Instance Count excl. Fillers -> 5270
Final ANT Viol Nets -> 0
Min Tclk post-route -> 5.48 ns
Synthesis Warnings -> 1
# DRC -> 0
Total CTS buffers -> 106
Fp util -> 40.4%
Synth Flop Type -> edfxtp_1
Routed WL -> 149 mm
Dpl hpwl -> 87.2 mm
Post-CTS Setup Bufs -> 0
Worst Path Class, Setup -> input port to output port
Leak -> 20.5 nW
Max stage delay cell, worst path -> nor2_4
Crit share post-route -> 91.3%
Rows -> 127
CTS clk-pin slew, worst paths -> 0.06 ns
Routed wire per std cell -> 28.3 um
Htree depth -> 3
Worst VDD drop -> 0.199 mV
Std-Cell Core Area -> 120000 sq um
Layout cell share with drive strength beyond 1 -> 10.3%
Gr usage total -> 26.1%
Slew margin rel. -> 38.8%
Routed vias/inst -> 5.88
Endpoint type of the worst setup path -> output port
Port bufs -> 112
RSZ-0062 raised after global routing -> no
Final Hold Vio Count -> 0
Sink Count -> 1024
Fmax -> 183 MHz
Count leader, synth -> mux2i_1
Post-synth top area cell -> edfxtp_1
Startpoint types -> input port
Largest net degree at the start of global routing -> 87
DRT iter0 DRCs -> 1985
Die Ht -> 351 um
Worst path arrival time -> 4.28 ns
CTS-repair resized insts -> 0
Synth-to-Final Area Change -> 14.5%
Initial antenna violation count -> 16
Outcome -> finished, final reports clean
Clk root buf -> clkbuf_16
Syn avg cell area -> 14.2 sq um
Vias in the first global route -> 31917
Worst hold path type -> input port to register
Cell-by-cell trace of the critical path -> clkdlybuf4s50_1 -> nor2_4 -> buf_12 -> a22oi_1 -> a31oi_1 -> nand3_1 -> clkdlybuf4s50_1
## final cells by class
| type | instances | area [sq um] |
|---|---|---|
| fillers | 10342 | 64600 |
| flip-flops and latches | 1024 | 30400 |
| multi-input cells | 2141 | 17000 |
| repair buffers | 288 | 2990 |
| clock buffers | 138 | 2830 |
| well taps | 1612 | 2020 |
| clock inverters | 63 | 447 |
| diodes | 4 | 10.0 |
## per-layer routing
layer	vias to the layer above	share of wire (%)	GRT usage [%]
li1	13761	-	-
met1	15222	36	33.6
met2	1674	46	38.4
met3	280	15	16.5
met4	28	2.9	6.19
met5	-	0.15	0.589
## cells by family after synthesis
kind of cell,count (synthesis),synth area share (%)
AND/OR/NAND/NOR,541,5.14
AND-OR/OR-AND,576,8.06
multiplexers,1024,21.1
buffers and inverters,256,3.19
flip-flops,1024,62.5
## worst max-delay path: cells and delay by family
family	cells	cell delay, ns
buf+inv	3	1.46
compound gates	2	0.57
simple gates	2	1.03
## report_power, final
group | internal (mW) | leakage, nW | switching, mW
Combinational | 0.588 | 9.69 | 0.909
Sequential | 7.92 | 9.19 | 0.0329
Clock | 3.50 | 1.60 | 2.72
## worst paths after layout
path                                 from                         to  cells after the start
worst min-delay path       write_data[24]  register_database[13][24]                      2
worst max-delay path  register_source2[2]      register_base_out2[9]                      7
## cell usage in the layout (no fill, tap or decap), drive strengths merged, types with 35 or more instances in the layout
master and n:
nor3 64, a22o 128, mux2i 1024, clkdlybuf4s50 110, nand2 195, nand3 194, buf 178, clkinv 50
nor2 35, edfxtp 992, a22oi 192, a31oi 64, a21oi 192, clkbuf 138
## per-stage QoR
stage          total power, mW  utilization, %  setup WS [ns]  hold slack (ns)  cell area [sq um]
4_1_cts                   15.8            46.3          0.585             1.31              55700
3_5_place_dp              9.59            43.6          0.588             2.03              52400
3_3_place_gp              9.59            43.6          0.623             2.03              52400
5_1_grt                   16.2            46.3          0.460             1.34              55700
6_report                  15.7            46.3          0.521             1.34              55700
2_1_floorplan             8.93               -           2.48             1.30              48700
No activity file was given, so power comes from the tool's default toggle rates.
